$ cat design/flow/design.v
module render(
	input clk, reset,
	input sw,
	input indisplayinterval,
	input square_on,
	output [11:0]rgb,
	input [8:0] switches
	);
	reg [11:0] rgb_reg;
	always @(posedge clk)
	begin
			if(square_on)
			begin
				rgb_reg[11] = 1'b0;
				rgb_reg[7] = 1'b0;
				rgb_reg[3] = 1'b0;
				rgb_reg[10:8] = switches[8:6];
				rgb_reg[6:4] = switches[5:3];
				rgb_reg[2:0] = switches[2:0];
			end
			else
				rgb_reg <= 12'b111111111111;
	end
	assign rgb = (indisplayinterval) ? rgb_reg : 12'b000000000000;
endmodule
module shapeselector(input[9:0] x, y,
            input clk,
				output square_on,
				input fkey,input bkey);
reg so;
reg [1:0] shapeSel = 2'd0;
integer temp = 0, abc = 0, abp = 0,apb = 0, pbc = 0;
reg rec_on;
reg[31:0] fshapecounter = 32'd0;
reg[31:0] bshapecounter = 32'd0;
localparam
	centerX = 320,
	centerY = 240,
	radius = 100;
localparam
	RECT = 0,
	SQUARE = 1,
	CIRCLE = 2,
	TRIANGLE = 3;
localparam
	SAx = 270, SAy=340,
	SCx = 370, SCy = 340,
	SBx = 320, SBy = 140;
always @(posedge clk)
begin
   if(fkey == 0)
	begin
	  fshapecounter = fshapecounter + 32'd1;
	  bshapecounter = 32'd0;
	end
	else if(bkey == 0)
	begin
	  bshapecounter = bshapecounter + 32'd1;
	  fshapecounter = 32'd0;
	end
	if(fkey == 1 && fshapecounter > 0)
	begin
	   fshapecounter = 32'd0;
		bshapecounter = 32'd0;
		if(shapeSel == 2'd3)
		   shapeSel = 2'd0;
	   else
	      shapeSel = shapeSel + 2'd1;
	end
	else if(bkey == 1 && bshapecounter > 0)
	begin
	   bshapecounter = 32'd0;
		fshapecounter = 32'd0;
		if(shapeSel == 2'd0)
		   shapeSel = 2'd3;
		else
	      shapeSel = shapeSel - 2'd1;
	end
   if(shapeSel == RECT)
	  rec_on = (x >= (centerX-200) && x <= (centerX+200)) && (y>= (centerY-100) && y <= (centerY+100)) ?1:0;
	else if(shapeSel == SQUARE)
	  rec_on = (x >= (centerX-150) && x <= (centerX+150)) && (y>= (centerY-150) && y <= (centerY+150)) ?1:0;
	else if(shapeSel == CIRCLE)
	begin
		temp = ((x - centerX) * (x - centerX)) + ((y - centerY) * (y - centerY));
		rec_on = temp <= (radius * radius);
	end
	else if(shapeSel == TRIANGLE)
	begin
		 abc = ((SAx * (SBy-SCy)) + (SBx * (SCy-SAy)) + (SCx * (SAy-SBy)));
		 if(abc[31] == 1'b1)
		     abc = -abc;
		 abp = ((SAx * (SBy-y)) + (SBx * (y-SAy)) + (x *(SAy-SBy)));
		 if(abp[31] == 1'b1)
		     abp = -abp;
		 apb = ((SAx * (y-SCy)) + (x * (SCy-SAy)) + (SCx * (SAy-y)));
		 if(apb[31] == 1'b1)
		     apb = -apb;
		 pbc = ((x * (SBy-SCy)) + (SBx * (SCy-y)) + (SCx * (y-SBy)));
		 if(pbc[31] == 1'b1)
		     pbc = -pbc;
		 rec_on = abc == (abp+apb+pbc);
	end
end
assign square_on = rec_on;
endmodule 
module sync(input clk, rst, output hsync, vsync, output reg [9:0] row, col, output indisplayinterval);
localparam
	H_DISPLAY = 640,
	H_FRONT_PORCH = 16,
	H_BACK_PORCH = 48,
	H_SYNC_PULSE = 96;
localparam
	V_DISPLAY = 480,
	V_FRONT_PORCH = 10,
	V_BACK_PORCH = 33,
	V_SYNC_PULSE = 2;
wire hsync_done, vsync_done;
reg hsync_pulse, vsync_pulse;
reg pclk;
	always @(posedge clk)
	begin
		pclk = ~ pclk;
	end
always @(posedge pclk or posedge rst)
begin
	if(rst == 1)
	begin
		row <= 10'd0;
		col <= 10'd0;
	end
	else
	begin
		if(hsync_done)
		begin
			col <= 10'd0;
			if(vsync_done)
				row <= 10'd0;
			else
				row <= row + 10'd1;
		end
		else
			col <= col + 10'd1;
	end
end
always @(posedge pclk)
begin
	hsync_pulse <= (col >= (H_DISPLAY + H_FRONT_PORCH)) && (col < (H_DISPLAY + H_FRONT_PORCH + H_BACK_PORCH));  
	vsync_pulse <= (row >= (V_DISPLAY + V_FRONT_PORCH)) && (row < (V_DISPLAY + V_FRONT_PORCH + V_BACK_PORCH));  
end
assign indisplayinterval = (col < H_DISPLAY) && (row < V_DISPLAY);
assign hsync_done = (col >= (H_DISPLAY + H_FRONT_PORCH + H_BACK_PORCH + H_SYNC_PULSE));
assign vsync_done = (row >= (V_DISPLAY + V_FRONT_PORCH + V_BACK_PORCH + V_SYNC_PULSE));
assign hsync = hsync_pulse;
assign vsync = vsync_pulse;
endmodule
module top (
	input clk, reset,
	input[8:0] switches,
	input fkey,
	input bkey,
	output [11:0] rgb,
	output [7:0]sevseg0,sevseg1,sevseg2,
	output hsync, vsync
	);
	wire [9:0] x,y;
	wire indisplayinterval;
	wire square_on;
	sync v1 (.clk(clk), .rst(reset), .hsync(hsync), .vsync(vsync), .col(x), .row(y), .indisplayinterval(indisplayinterval));
	render r1 (.clk(clk), .indisplayinterval(indisplayinterval), .square_on(square_on), .rgb(rgb),.switches(switches));
	shapeselector ss1 (.x(x), .y(y), .clk(clk),.square_on(square_on), .fkey(fkey),.bkey(bkey));
	DisplayDecoder d2(switches[8:6],sevseg2);
	DisplayDecoder d1(switches[5:3],sevseg1);
	DisplayDecoder d0(switches[2:0],sevseg0);
endmodule
module DisplayDecoder(hex_input,sevseg);
   input [0:3]hex_input;
   output [0:6]sevseg;
	hex1 zero(sevseg,hex_input);
endmodule
module hex1(out,H);
  input  [3:0] H;
  output [6:0]out;
	assign out[0] = (~H[3]&~H[2]&~H[1]&H[0])|(~H[3]&H[2]&~H[1]&~H[0])|(H[3]&~H[2]&H[1]&H[0])|(H[3]&H[2]&~H[1]&H[0]);
	assign out[1] = (~H[3]&H[2]&~H[1]&H[0])|(~H[3]&H[2]&H[1]&~H[0])|(H[3]&~H[2]&H[1]&H[0])|(H[3]&H[2]&~H[1]&~H[0])|(H[3]&H[2]&H[1]&~H[0])|(H[3]&H[2]&H[1]&H[0]);
	assign out[2] = (~H[3]&~H[2]&H[1]&~H[0])|(H[3]&H[2]&~H[1]&~H[0])|(H[3]&H[2]&H[1]&~H[0])|(H[3]&H[2]&H[1]&H[0]);
	assign out[3] = (~H[3]&~H[2]&~H[1]&H[0])|(~H[3]&H[2]&~H[1]&~H[0])|(~H[3]&H[2]&H[1]&H[0])|(H[3]&~H[2]&~H[1]&H[0])|(H[3]&~H[2]&H[1]&~H[0])|(H[3]&H[2]&H[1]&H[0]);
	assign out[4] = (~H[3]&~H[2]&~H[1]&H[0])|(~H[3]&~H[2]&H[1]&H[0])|(~H[3]&H[2]&~H[1]&~H[0])|(~H[3]&H[2]&~H[1]&H[0])|(~H[3]&H[2]&H[1]&H[0])|(H[3]&~H[2]&~H[1]&H[0]);
	assign out[5] = (~H[3]&~H[2]&~H[1]&H[0])|(~H[3]&~H[2]&H[1]&~H[0])|(~H[3]&~H[2]&H[1]&H[0])|(~H[3]&H[2]&H[1]&H[0])|(H[3]&H[2]&~H[1]&H[0]);
	assign out[6] = (~H[3]&~H[2]&~H[1]&~H[0])|(~H[3]&~H[2]&~H[1]&H[0])|(~H[3]&H[2]&H[1]&H[0])|(H[3]&H[2]&~H[1]&~H[0]);
endmodule
$ cat design/flow/constraint.sdc
current_design top

set clk_period 11.8
set clk_io_pct 0.2

create_clock -name clk0 -period $clk_period [get_ports {clk}]

set non_clock_inputs [all_inputs -no_clocks]
set_input_delay [expr $clk_period * $clk_io_pct] -clock clk0 $non_clock_inputs
set_output_delay [expr $clk_period * $clk_io_pct] -clock clk0 [all_outputs]
$ cat design/flow/config.mk
export PLATFORM = sky130hd
export DESIGN_NAME = top
export DESIGN_NICKNAME = top
export VERILOG_FILES = /design/flow/design.v
export SDC_FILE = /design/flow/constraint.sdc
export NUM_CORES = 4
export LEC_CHECK = 1
export CORE_UTILIZATION = 40
$ cat design/flow/run.sh
#!/bin/bash
# OpenROAD 26Q1-2900-gdf79404cd8, Yosys 0.63+post, stock flow scripts
make -C /OpenROAD-flow-scripts/flow DESIGN_CONFIG=/design/flow/config.mk WORK_HOME=/design/flow/orfs finish
==> deck_impl_summary.md <==
Physical Implementation Snapshot

Yosys
  • Area leader, netlist: fa_1
  • Yosys top cell by instances: inv_1
  • Seq/Total Area, Yosys: 0.0463
  • Max-area cell share: 0.321
  • List of most frequent post-synthesis cells: inv_1 (1181), fa_1 (732), ha_1 (681)
  • Async S/R FF share, synth: 0.200
  • Syn Inst Count: roughly 5300
  • Netlist Area Pre-Place: approximately 0.046 mm²
  • Post-synth EDFFs: 1
  • Post-synth area hogs: fa_1 (32%), ha_1 (19%), inv_1 (9.7%)
  • Top_reg_cell synth: dfxtp_1
  • Yosys Instances: between 5000 and 6000
  • Ys Warns: 9
  • Flops after synth: about 100
  • Cell Type Count: ~110
  • Yosys stat chip area: approximately 0.046 mm²
  • Avg Cell Area, Syn: around 8.6 µm²

Final timing
  • Setup TNS: 0 ns
  • Tmin final: about 6.4 ns
  • Hold WS: 0.505 ns
  • Worst Tran Pin Value: around 0.96 ns
  • Final Hold Vio Count: 0
  • Final Slew Violations: 0
  • Setup Skew: ~0.014 ns
  • Slew HR: 0.361
  • Maximum clock frequency: 0.157 GHz
  • RSZ-0062 raised after global routing: false
  • Register pins left without a clock: 22
  • Endpoints left unconstrained: 24
  • # setup viols final: 0
  • Tcrit/Tclk final: 0.538

Routing
  • DR iter-0 viols: about 1700
  • DR DRC count: 0
  • Post-DRT Antenna Nets: 0
  • DR vias/cell: 5.05
  • Diodes inserted: 0
  • Drt pass-1 iters: 5
  • Via count: 34300
  • WL per Instance: roughly 17 µm
  • Final wirelength: roughly 110000 µm

Flow run
  • Maxcap violations: 0
  • Log Warnings: 101

Finish
  • Final instance area: a little under 0.05 mm²
  • Final Util: 0.427
  • Share of layout cells above drive strength 1: 0.0253
  • Synth-to-layout area growth: 5.55%

Clock network
  • Clock slew at reported path FFs: about 0.070 ns
  • CTS Buf Count: 9
  • CTS Hold Bufs: 0
  • Postcts setup bufs: 0
  • # H-tree levels: 3
  • CTS Buffer Depth: 2
  • Post_cts resized: 0
  • Late-Pin Clk Latency: approximately 0.38 ns
  • CTS tree: done
  • Root Driver: clkbuf_16

Run status
  • Outcome: finished clean

GRT
  • Gr usage total: 0.214
  • Initial antenna violation count: 0
  • Vias in the first global route: between 30000 and 40000
  • Gr ovfl total: 0
  • First-pass GRT wire length: 187000 µm
  • Pin count of the biggest net entering global routing: 49

Critical path
  • Worst Setup End Kind: register
  • Worst EP arrival: between 6 and 7 ns
  • CP startpoint kind: primary input
  • Critical path required time: about 12 ns
  • Critical setup path kind: in2reg
  • CP max FO: 12

Power and ir drop
  • VDD IR max: 77.4 µV
  • Leak pwr: 24.1 nW
  • PD cells: around 27 mW/mm²

Floorplan
  • Die Width: roughly 340 µm
  • DIE AREA: between 0.1 and 0.15 mm²
  • Row count: around 120
  • Initial Util: 0.404
  • Core area: ~0.11 mm²
  • IO Pins: around 50
  • Die y size: about 340 µm

Min path
  • Worst min-delay path class: reg2reg

Placement
  • IO Port Bufs: around 47
  • Placed Instance Area: about 0.048 mm²
  • HPWL Detailed: 100000 µm
  • GPL Wtd Cong: approximately 0.96
==> cell type report <==
cell class,instances,area [µm²]
clock buffers,9,225
clock inverters,7,65.1
fillers,11062,64700
inverters,1196,4490
multi-input cells,3887,38600
flip-flops and latches,100,2110
well taps,1500,1880
repair buffers,90,793
==> power breakdown <==
| part | switching [mW] | leakage (nW) | internal (mW) |
|---|---|---|---|
| Sequential | 0.00523 | 0.919 | 0.270 |
| Combinational | 0.447 | 23.1 | 0.309 |
| Clock | 0.140 | 0.140 | 0.148 |
| Total | 0.591 | 24.1 | 0.727 |
==> per-stage QoR <==
| stage | setup WS, ns | instances | power, mW |
|---|---|---|---|
| 4_1_cts | 5.43 | 6789 | 1.33 |
| 3_3_place_gp | 4.93 | 6773 | 1.04 |
| 6_report | 5.45 | 6789 | 1.32 |
| 3_5_place_dp | 5.07 | 6773 | 1.03 |
| 2_1_floorplan | 6.59 | 5294 | 0.852 |
| 5_1_grt | 5.05 | 6789 | 1.44 |
==> metal layers <==
layer  vias to the layer above  part of all wire  track usage
li1                      16993                 -            -
met1                     16566              0.46        0.321
met2                       678              0.46        0.330
met3                        63             0.068       0.0537
met4                         0             0.016       0.0278
met5                         -                 0            0
==> cell families (layout without fill, tap and decap cells) <==
group / Yosys count / after routing / share of synthesized area
XOR/XNOR: 443 / 443 / 0.0860
other: 2 / 6 / 0.000165
adder cells (fa/ha/maj): 1413 / 1413 / 0.508
AND/OR/NAND/NOR: 1195 / 1195 / 0.130
buffers and inverters: 1307 / 1302 / 0.109
AND-OR/OR-AND: 806 / 806 / 0.115
flip-flops: 100 / 100 / 0.0463
multiplexers: 24 / 24 / 0.00560
==> cells in the final DEF (no fill, tap or decap), types with 34 or more instances in the layout <==
cell type and instances:
a211oi_1 34, nor2b_1 42, nand3_1 85, nand2_1 263
nand4_1 44, clkdlybuf4s50_1 47, nor4_1 36, a21o_1 55
nor2_1 359, a31oi_1 36, a21oi_1 221, nor3_1 82
dfxtp_1 79, and3_1 35, xnor2_1 279, inv_1 1181
ha_1 681, xor2_1 159, buf_4 43, o21a_1 40
fa_1 732, and2_1 39, o21ai_0 174, nand2b_1 74
==> final timing paths <==
check	from	cells past startpoint	slack, ns	endpoint
worst max register to register	ss1.fshapecounter[4]	13	7.47	ss1.rec_on
worst max-delay path	bkey	11	5.45	ss1.rec_on
worst min-delay path	ss1.fshapecounter[0]	1	0.51	ss1.fshapecounter[0]
worst min register to register	ss1.fshapecounter[0]	1	0.51	ss1.fshapecounter[0]
==> critical path, stage by stage <==
cell and delay, ns:
clkdlybuf4s50_1 0.61, nand4b_1 0.55, or2_1 0.46, nor4_2 0.38
nand2b_1 0.17, a211oi_1 0.08, and4_1 0.26, o211a_1 0.37
a2bb2oi_1 0.24, or4_1 0.53, o31ai_1 0.45
Power is estimated from default activity; no workload was simulated.
